--- /design/flow/design.v ---
module horas(clock, clock1, UP, DOWN, SW15, SW16, SW17, clockOUT, a, b, c, d, e, f, g, a1, b1, c1, d1, e1, f1, g1);
input clock, UP, DOWN, SW15, SW16, clock1, SW17;
reg [5:0]hora;
output reg clockOUT, a, b, c, d, e, f, g, a1, b1, c1, d1, e1, f1, g1;
reg estado, jafoi = 0;
reg [31:0]count;
initial hora = 15;
initial count = 0;
always @(posedge clock) begin
	if(SW16 == 0 && SW17 == 0)
		estado = 0;
	else if(SW15 == 1 && SW16 == 0 && SW17 == 1)
		estado = 1;
	case(clock1)
		1 :	if(estado == 0)
				count = count + 1;
	endcase
	case(estado)
		0 : begin				
				if(count >= 1)begin
					hora <= hora + 1; 
					count = 0;
					end
				if(hora >= 24)begin
					clockOUT = 1;
					hora <= 0;
					end
				else
					clockOUT = 0;
			end			
		1 : begin
				if(UP == 0)begin
					if(hora==23)
						hora <= 0;
					else
						hora <= hora + 1;
					jafoi <= 0; end
				else 
				if(DOWN== 0)begin
					if(hora==0)
						hora <= 23;
					else
						hora <= hora - 1;
					jafoi <= 0; end
				else
				if(UP==0 && DOWN==0)
					estado = 0;
			end			
	endcase	
	case(hora%10)
			0 : begin a <= 0 ; b <= 0 ; c <= 0 ; d <= 0 ; e <= 0 ; f <= 0 ; g <= 1 ;end
			1 : begin a <= 1 ; b <= 0 ; c <= 0 ; d <= 1 ; e <= 1 ; f <= 1 ; g <= 1 ;end
			2 : begin a <= 0 ; b <= 0 ; c <= 1 ; d <= 0 ; e <= 0 ; f <= 1 ; g <= 0 ;end
			3 : begin a <= 0 ; b <= 0 ; c <= 0 ; d <= 0 ; e <= 1 ; f <= 1 ; g <= 0 ;end
			4 : begin a <= 1 ; b <= 0 ; c <= 0 ; d <= 1 ; e <= 1 ; f <= 0 ; g <= 0 ;end
			5 : begin a <= 0 ; b <= 1 ; c <= 0 ; d <= 0 ; e <= 1 ; f <= 0 ; g <= 0 ;end
			6 : begin a <= 0 ; b <= 1 ; c <= 0 ; d <= 0 ; e <= 0 ; f <= 0 ; g <= 0 ;end
			7 : begin a <= 0 ; b <= 0 ; c <= 0 ; d <= 1 ; e <= 1 ; f <= 1 ; g <= 1 ;end
			8 : begin a <= 0 ; b <= 0 ; c <= 0 ; d <= 0 ; e <= 0 ; f <= 0 ; g <= 0 ;end
			9 : begin a <= 0 ; b <= 0 ; c <= 0 ; d <= 0 ; e <= 1 ; f <= 0 ; g <= 0 ;end
		endcase
	case(hora/10)
			0 : begin a1 <= 0 ; b1 <= 0 ; c1 <= 0 ; d1 <= 0 ; e1 <= 0 ; f1 <= 0 ; g1 <= 1 ;end
			1 : begin a1 <= 1 ; b1 <= 0 ; c1 <= 0 ; d1 <= 1 ; e1 <= 1 ; f1 <= 1 ; g1 <= 1 ;end
			2 : begin a1 <= 0 ; b1 <= 0 ; c1 <= 1 ; d1 <= 0 ; e1 <= 0 ; f1 <= 1 ; g1 <= 0 ;end
			3 : begin a1 <= 0 ; b1 <= 0 ; c1 <= 0 ; d1 <= 0 ; e1 <= 1 ; f1 <= 1 ; g1 <= 0 ;end
			4 : begin a1 <= 1 ; b1 <= 0 ; c1 <= 0 ; d1 <= 1 ; e1 <= 1 ; f1 <= 0 ; g1 <= 0 ;end
			5 : begin a1 <= 0 ; b1 <= 1 ; c1 <= 0 ; d1 <= 0 ; e1 <= 1 ; f1 <= 0 ; g1 <= 0 ;end
			6 : begin a1 <= 0 ; b1 <= 1 ; c1 <= 0 ; d1 <= 0 ; e1 <= 0 ; f1 <= 0 ; g1 <= 0 ;end
			7 : begin a1 <= 0 ; b1 <= 0 ; c1 <= 0 ; d1 <= 1 ; e1 <= 1 ; f1 <= 1 ; g1 <= 1 ;end
			8 : begin a1 <= 0 ; b1 <= 0 ; c1 <= 0 ; d1 <= 0 ; e1 <= 0 ; f1 <= 0 ; g1 <= 0 ;end
			9 : begin a1 <= 0 ; b1 <= 0 ; c1 <= 0 ; d1 <= 0 ; e1 <= 1 ; f1 <= 0 ; g1 <= 0 ;end
		endcase
end
endmodule
--- /design/flow/run.sh ---
#!/bin/bash
# OpenROAD 26Q1-2900-gdf79404cd8, Yosys 0.63+post, stock flow scripts
make -C /OpenROAD-flow-scripts/flow DESIGN_CONFIG=/design/flow/config.mk WORK_HOME=/design/flow/orfs finish
--- /design/flow/config.mk ---
export PLATFORM = sky130hd
export DESIGN_NAME = horas
export DESIGN_NICKNAME = horas
export VERILOG_FILES = /design/flow/design.v
export SDC_FILE = /design/flow/constraint.sdc
export NUM_CORES = 4
export LEC_CHECK = 1
export CORE_UTILIZATION = 30
--- /design/flow/constraint.sdc ---
current_design horas

set clk_period 8.8
set clk_io_pct 0.2

create_clock -name clk0 -period $clk_period [get_ports {clock}]

set non_clock_inputs [all_inputs -no_clocks]
set_input_delay [expr $clk_period * $clk_io_pct] -clock clk0 $non_clock_inputs
set_output_delay [expr $clk_period * $clk_io_pct] -clock clk0 [all_outputs]
==> results.ini <==
[status]
status=finished clean

[sta]
rsz0062_at_grt=no
totalNegativeSetupSlack_ns=0
fin_skew_ns=0.00644
drv_slew=0
slew_headroom_pct=60.4
fin_crit_ns=4.21
hold_viol=0
max_freq_mhz=237
period_used_pct=47.9
setup_ws_ns=4.59
setup_violations=0
tightest_slew_ns=0.593

[drt]
drcViolationCount=0
drt-pass1-iter-count=4
initialDrtViolationCount=179
post_drt_wl_per_cell_microns=12.8
vias_per_cell=5.11
antenna_cells=0
vias=3148
ant_nets=0
wl_microns=7870

[floorplan]
die_h_microns=114
rows=40
die_w_microns=114
die-area_sq_mm=0.0129
fp-utilization_pct=31.0
core_sq_mm=0.0121
ios=22

[pwr]
leakage_nw=1.46
ir_drop_v=0.000131
power_mw=1.48
p_per_area_mw_per_mm2=351

[synth]
synth_area_per_cell_sq_um=8.66
ys_seq_share_pct=34.6
synth_async_sr_flop_share_pct=0
top_area_cell=dfxtp_1
topCellsByArea=dfxtp_1, edfxtp_1, and2_1, xnor2_1, nand2_1
syn_inst=431
yosysWarnings=1
yosys_area_sq_mm=0.00373
synth_stat.cells=431
yosys.area.top_type_share_pct=17.7
synth-edff-count=21
ys_ff=54
ff_type=dfxtp_1
netlist_area_sq_mm=0.00373
yosysUniqueCellTypes=80

[place]
dp_hpwl_microns=5610
pre_cts_slack_ns=4.33
place_congestion=0.892
portBuffers=21

[clock_tree]
cts_root_buffer=clkbuf_16
clock_path_buffers=2
cts_tree=done
cts_hold_buf=0
cts_max_level=2
cts_made_buffers=5
cts_sinks=54
clock_latency_ns=0.30
post_cts_buffers=0
cts_resized=0
clk_pin_slew_ns=0.07

[finish]
final_util_pct=34.9
mostFrequentLayoutCells=nand2_1, nor2_1, dfxtp_1, and2_1
drive_gt1_share_pct=8.93
fill_cells=1224
largest_reg_flops=32
layout_top_cell=nand2_1
areaGrowthSynthToFinish_pct=12.6

[job]
drv_cap=0
log.warning_count=29

[critical_path]
critPathSlowestCell=ha_1
crit_required_ns=8.83
crit_type=flip-flop to flip-flop
crit_path_end_kind=flip-flop
critical-path-top-delay-family=simple AND/OR/NAND/NOR gates
crit_chain=buf_4, nor2_2, inv_1, ha_1, nand2b_1, o21ai_2, o311ai_4, xnor2_1, ha_1, nor4_1, o31ai_1, o32ai_2, and3_1, or2_1, o31ai_1
critical_path_arrival_ns=4.24
worstSetupStartpointType=flip-flop
cp_num_buf_inv=2
max_stage_delay_ns=0.38
critPathMaxFanout=23

[global_route]
antenna_found_initial=0
grt_usage_pct=13.0
grt_pass1_vias=2909
grt_start_max_net_pins=33
grt_pass1_wl_microns=13500
overflow=0

[min_path]
hp-class=flip-flop to flip-flop

==> metal layers <==
layer | global-route usage, % | routed length, microns | vias to the layer above
met3 | 1.68 | 301 | 17
met1 | 19.2 | 3860 | 1435
met4 | 3.07 | 174 | 0
met5 | 0 | 0 | -
met2 | 20.5 | 3530 | 71
li1 | - | - | 1625
==> cells by family after synthesis <==
| family | share of synthesized area (%) |
|---|---|
| buffers and inverters | 5.56 |
| multiplexers | 1.41 |
| AND-OR/OR-AND | 19.3 |
| flip-flops | 34.6 |
| XOR/XNOR | 4.22 |
| adder cells (fa/ha/maj) | 2.98 |
| other | 0.100 |
| AND/OR/NAND/NOR | 31.8 |
==> worst paths after layout <==
kind,start,cells after the start,slack (ns),endpoint
worst max-delay path,hora[4],15,4.59,a
worst min-delay path,count[28],2,0.51,count[28]
worst max register to register,hora[4],15,4.59,a
worst min register to register,count[28],2,0.51,count[28]
==> report_power, final <==
group	internal (mW)	total, mW	switching [mW]
registers	0.363	0.389	0.0264
logic	0.380	0.890	0.510
clock network	0.106	0.198	0.0915
==> through the flow <==
stage / hold WS (ns) / instance area (sq um) / cells
6_report: 0.507 / 4210 / 616
2_1_floorplan: 0.465 / 3760 / 437
3_5_place_dp: 0.496 / 4060 / 608
4_1_cts: 0.507 / 4210 / 616
3_3_place_gp: 0.489 / 4060 / 608
5_1_grt: 0.531 / 4210 / 616
==> cells in the mapped netlist, types with 7 or more instances <==
master / count
nor3_1: 9
edfxtp_1: 21
buf_2: 7
nand2_1: 35
nand4_1: 12
nor4_1: 9
a21oi_1: 16
o31ai_1: 7
and2_1: 25
or2_1: 7
buf_4: 7
nand2b_1: 8
dfxtp_1: 33
xnor2_1: 16
ha_1: 8
inv_1: 10
nor2_1: 34
o21ai_0: 18
nand3_1: 21
==> layout make-up <==
class | count | area [sq um] | share of cell area, %
clock inverter | 2 | 13.8 | 0.327
sequential | 54 | 1290 | 30.7
multi-input combinational | 345 | 2260 | 53.7
clock buffer | 6 | 129 | 3.06
timing repair buffer | 26 | 248 | 5.89
inverter | 15 | 56.3 | 1.34
tap | 168 | 210 | 5.00
==> worst reg2reg max path, delay by kind of cell, from the launching register on <==
family	cells	cell delay (ns)
AND/OR/NAND/NOR	5	1.41
buffers and inverters	2	0.35
XOR/XNOR	1	0.24
adder cells (fa/ha/maj)	2	0.64
AND-OR/OR-AND	5	0.92
flip-flops	1	0.36
