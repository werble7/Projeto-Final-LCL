File: ./run.sh
#!/bin/bash
# OpenROAD 26Q1-2900-gdf79404cd8, Yosys 0.63+post, stock flow scripts
make -C /OpenROAD-flow-scripts/flow DESIGN_CONFIG=/design/flow/config.mk WORK_HOME=/design/flow/orfs finish
File: ./config.mk
export PLATFORM = sky130hd
export DESIGN_NAME = minutos
export DESIGN_NICKNAME = minutos
export VERILOG_FILES = /design/flow/design.v
export SDC_FILE = /design/flow/constraint.sdc
export NUM_CORES = 4
export LEC_CHECK = 1
export CORE_UTILIZATION = 50
File: ./constraint.sdc
current_design minutos

set clk_period 6.7
set clk_io_pct 0.2

create_clock -name clk0 -period $clk_period [get_ports {clock}]

set non_clock_inputs [all_inputs -no_clocks]
set_input_delay [expr $clk_period * $clk_io_pct] -clock clk0 $non_clock_inputs
set_output_delay [expr $clk_period * $clk_io_pct] -clock clk0 [all_outputs]
File: ./design.v
module minutos(clock, clock1, UP, DOWN, SW15, SW16, SW17, clockOUT, a, b, c, d, e, f, g, a1, b1, c1, d1, e1, f1, g1);
input clock, UP, DOWN, SW15, SW16, clock1, SW17;
reg [5:0]minuto;
output reg clockOUT, a, b, c, d, e, f, g, a1, b1, c1, d1, e1, f1, g1;
reg estado, jafoi;
reg [31:0]count;
initial minuto = 0;
initial count = 0;
always @(posedge clock) begin
	if(SW16 == 0 && SW17 == 0)
		estado = 0;
	else if(SW15 == 0 && SW16 == 0 && SW17 == 1)
		estado = 1;
	case(clock1)
		1 :	if(estado == 0)
				count = count + 1;
	endcase
	case(estado)
		0 : begin				
				if(count >= 1)begin
					minuto <= minuto + 1; 
					count = 0;
					end
				if(minuto >= 60)begin
					clockOUT = 1;
					minuto <= 0;
					end
				else
					clockOUT = 0;
			end			
		1 : begin
				if(UP == 0)begin
					if(minuto==59)
						minuto <= 0;
					else
						minuto <= minuto + 1;
					jafoi <= 0; end
				else 
				if(DOWN== 0)begin
					if(minuto==0)
						minuto <= 59;
					else
						minuto <= minuto - 1;
					jafoi <= 0; end
				else if(UP==0 && DOWN==0)
					estado = 0;
			end			
	endcase	
	case(minuto%10)
			0 : begin a <= 0 ; b <= 0 ; c <= 0 ; d <= 0 ; e <= 0 ; f <= 0 ; g <= 1 ;end
			1 : begin a <= 1 ; b <= 0 ; c <= 0 ; d <= 1 ; e <= 1 ; f <= 1 ; g <= 1 ;end
			2 : begin a <= 0 ; b <= 0 ; c <= 1 ; d <= 0 ; e <= 0 ; f <= 1 ; g <= 0 ;end
			3 : begin a <= 0 ; b <= 0 ; c <= 0 ; d <= 0 ; e <= 1 ; f <= 1 ; g <= 0 ;end
			4 : begin a <= 1 ; b <= 0 ; c <= 0 ; d <= 1 ; e <= 1 ; f <= 0 ; g <= 0 ;end
			5 : begin a <= 0 ; b <= 1 ; c <= 0 ; d <= 0 ; e <= 1 ; f <= 0 ; g <= 0 ;end
			6 : begin a <= 0 ; b <= 1 ; c <= 0 ; d <= 0 ; e <= 0 ; f <= 0 ; g <= 0 ;end
			7 : begin a <= 0 ; b <= 0 ; c <= 0 ; d <= 1 ; e <= 1 ; f <= 1 ; g <= 1 ;end
			8 : begin a <= 0 ; b <= 0 ; c <= 0 ; d <= 0 ; e <= 0 ; f <= 0 ; g <= 0 ;end
			9 : begin a <= 0 ; b <= 0 ; c <= 0 ; d <= 0 ; e <= 1 ; f <= 0 ; g <= 0 ;end
		endcase
	case(minuto/10)
			0 : begin a1 <= 0 ; b1 <= 0 ; c1 <= 0 ; d1 <= 0 ; e1 <= 0 ; f1 <= 0 ; g1 <= 1 ;end
			1 : begin a1 <= 1 ; b1 <= 0 ; c1 <= 0 ; d1 <= 1 ; e1 <= 1 ; f1 <= 1 ; g1 <= 1 ;end
			2 : begin a1 <= 0 ; b1 <= 0 ; c1 <= 1 ; d1 <= 0 ; e1 <= 0 ; f1 <= 1 ; g1 <= 0 ;end
			3 : begin a1 <= 0 ; b1 <= 0 ; c1 <= 0 ; d1 <= 0 ; e1 <= 1 ; f1 <= 1 ; g1 <= 0 ;end
			4 : begin a1 <= 1 ; b1 <= 0 ; c1 <= 0 ; d1 <= 1 ; e1 <= 1 ; f1 <= 0 ; g1 <= 0 ;end
			5 : begin a1 <= 0 ; b1 <= 1 ; c1 <= 0 ; d1 <= 0 ; e1 <= 1 ; f1 <= 0 ; g1 <= 0 ;end
			6 : begin a1 <= 0 ; b1 <= 1 ; c1 <= 0 ; d1 <= 0 ; e1 <= 0 ; f1 <= 0 ; g1 <= 0 ;end
			7 : begin a1 <= 0 ; b1 <= 0 ; c1 <= 0 ; d1 <= 1 ; e1 <= 1 ; f1 <= 1 ; g1 <= 1 ;end
			8 : begin a1 <= 0 ; b1 <= 0 ; c1 <= 0 ; d1 <= 0 ; e1 <= 0 ; f1 <= 0 ; g1 <= 0 ;end
			9 : begin a1 <= 0 ; b1 <= 0 ; c1 <= 0 ; d1 <= 0 ; e1 <= 1 ; f1 <= 0 ; g1 <= 0 ;end
		endcase
end
endmodule
==> flow_summary.toml <==
# yosys + openroad results
[setup_path]
crit_arrival_ps = 4850
crit_required_ps = 6770
rrSetupSlack_ps = 1920
crit_buf_inv = 2
start_kind = "flip-flop"
path_delay_family = "simple AND/OR/NAND/NOR gates"
critPathKind = "flip-flop to flip-flop"
end_kind = "flip-flop"
cp_max_fo = 19
r2r_cells = 16
cp_slowest_stage_delay_ps = 640
timing.rr.end = "d$_DFFE_PP_"
crit_chain = "nor2_2, inv_1, ha_1, nor2b_1, a21o_1, and2_1, xnor2_1, ha_1, nor3_1, or3b_2, a211oi_1, nor4_2, buf_4, nand2_1, o21ai_0, a2111o_1"
cp.depth = 16
crit_slowest_cell = "edfxtp_1"
cp_common_cell = "ha_1"
reg2reg_from = "minuto[4]$_DFFE_PP_"

[timing]
min_period_ps = 4780
tns_ps = 0
min_period_over_period_pct = 71.4
setup_ws_ps = 1920
hold_viol_final = 0
fmaxAchievable_ghz = 0.209
skew_ps = 10.1
rsz0062_at_grt = "false"
setup-violations-final = 0
slew_violations = 0
tightest_slew_ps = 727
slew_headroom_pct = 51.0

[route]
first_pass_iters = 5
wl_per_cell_um = 15.0
dr_total_vias = 3317
routed_wl_um = 8430
drtIter0Drc = 180
diodes = 0
vias_per_cell = 5.90
ant_nets = 0
drc = 0

[synth]
synthFlopType = "dfxtp_1"
yosys-top-cells-area = "dfxtp_1 (18%), edfxtp_1 (17%), nor2_1 (4.9%)"
edf_count = 21
yosys_cells = 455
ys_seq_share_pct = 35.0
yosys_warnings = 1
numSynthFlops = 54
async_flop_share_pct = 0
top_cell_area_share_pct = 17.9
synth_cell_types = 77
yosysTopAreaCell = "dfxtp_1"
syn-instance-count = 455
ys_area_sq_um = 3690
synth.cell_area_sq_um = 3690
top_cell = "nor2_1"
syn_area_per_cell_sq_um = 8.10
common_cells = "nor2_1 (48), nand2_1 (38), dfxtp_1 (33)"

[floorplan]
die_h_um = 87.9
ioPinCount = 22
initial_core_util_pct = 53.1
fp-row-count = 30
die_x_um = 87.9
coreArea_sq_um = 6940
chip_area_sq_um = 7720

[global_routing]
top_usage_layer = "met2"
grt_antenna_before_repair = 0
grt_max_degree = 29
gr-usage-met3_pct = 2.48
grt_pass1_wl_um = 14200
grt_usage_pct = 24.0
grt_util_met2_pct = 40.2
use_met1_pct = 34.7
grt_pass1_vias = 2957
grt_overflow = 0

[clock_tree]
cts_buffers = 5
cts_hold_buf = 0
clk_latency_ps = 310
clkTransAtPathRegs_ps = 100
cts_tree = "yes"
post_cts_buffers = 0
htreeDepth = 2
cts_root_buffer = "clkbuf_8"
clock-sinks = 54
max-clock-path-buffers = 2
cts_resized = 0

[worst_hold_path]
hp-class = "flip-flop to flip-flop"
holdPathStages = 2
worstHoldStart = "count[16]$_DFF_P_"
min_to = "count[16]$_DFF_P_"

[job]
warnings = 31
drv_cap = 0

[finish]
comb_area_sq_um = 2230
drive_above_1_share_pct = 5.58
area_delta_synth_final_pct = 9.84
nFillCells = 635
register_area_sq_um = 1290

[place]
dpl.hpwl_um = 6120
place.gp.congestion = 0.992
portBuffers = 21
dp_slack_ps = 1810

[run_status]
run_status = "complete, no violations"

[power_and_ir_drop]
power_density_nw_per_um2 = 490
p_leak_nw = 1.47
peakVddDrop_mv = 0.172
-- through the flow --
stage / std cells / utilization [%] / hold WS [ps] / power, mW / area (sq um)
global placement: 554 / 57.0 / 449 / 1.79 / 3960
global route: 562 / 58.3 / 516 / 2.16 / 4050
floorplan: 461 / - / 431 / 1.48 / 3710
CTS: 562 / 58.3 / 471 / 1.98 / 4050
detailed placement: 554 / 57.0 / 458 / 1.80 / 3960
finish: 562 / 58.3 / 463 / 1.98 / 4050
-- registers in the layout, indices dropped and copies added (netlist names) --
name,count
e,1
count,32
g1,1
g,1
a,1
c1,1
e1,1
a1,1
d1,1
f1,1
f,1
c,1
d,1
minuto,6
b1,1
estado,1
clockOUT,1
b,1
-- layout make-up --
| cell class | count | area share, % |
|---|---|---|
| clock buffers | 5 | 1.70 |
| well taps | 96 | 2.97 |
| inverters | 18 | 1.67 |
| flip-flops and latches | 54 | 31.9 |
| repair buffers | 26 | 6.12 |
| clock inverters | 3 | 0.494 |
| multi-input cells | 360 | 55.2 |
-- power by group --
| group | switching [mW] | internal, mW | total, mW | leakage, nW |
|---|---|---|---|---|
| clock | 0.107 | 0.0738 | 0.180 | 0.0422 |
| sequential | 0.0613 | 0.468 | 0.529 | 0.466 |
| combinational | 0.751 | 0.523 | 1.27 | 0.959 |
-- worst max path at each step --
stage	to	startpoint
CTS	d$_DFFE_PP_	minuto[4]$_DFFE_PP_
global route	d$_DFFE_PP_	minuto[4]$_DFFE_PP_
finish	d$_DFFE_PP_	minuto[4]$_DFFE_PP_
-- logic make-up after synthesis --
kind of cell               share of synthesized area, %
muxes                                              1.12
xor gates and xnor gates                           3.33
DFF                                                35.0
and+or+nand+nor                                    29.2
buffers and inverters                              5.16
AOI/OAI and AO/OA                                  23.1
other                                             0.102
adders and majority gates                          2.99
-- tightest hold or removal path, delay by kind of cell (launching register included) --
kind	cells	cell delay, ps
buffers and inverters	1	70
AND/OR/NAND/NOR	1	50
flip-flops	1	310
-- routing by layer --
metal,up-vias,routed length [um]
li1,1703,-
met1,1514,3780
met2,84,4120
met3,16,309
met4,0,214
met5,-,0
-- cells in the final DEF (no fill, tap or decap), types with 7 or more instances in the layout --
| cell type | netlist | routed |
|---|---|---|
| a21oi_1 | 18 | 18 |
| inv_1 | 17 | 17 |
| conb_1 | 1 | 7 |
| nor2_1 | 48 | 48 |
| a211oi_1 | 8 | 8 |
| or3_1 | 10 | 10 |
| nand2_1 | 38 | 38 |
| and3_1 | 28 | 28 |
| clkdlybuf4s50_1 | 0 | 21 |
| ha_1 | 8 | 8 |
| nor3_1 | 17 | 17 |
| edfxtp_1 | 21 | 21 |
| nor2b_1 | 7 | 7 |
| xnor2_1 | 13 | 13 |
| nand3_1 | 20 | 20 |
| a31oi_1 | 9 | 9 |
| dfxtp_1 | 33 | 33 |
| o21ai_0 | 27 | 27 |
Power is estimated from default activity; no workload was simulated.
